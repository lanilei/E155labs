==> /design/flow/design.v <==
module sevenseg ( input logic [3:0]s,
			   output logic [6:0]seg );
		always_comb
		 case (s)
			4'b1111 : seg = 7'b1000000;  
			4'b1110 : seg = 7'b1111001;  
			4'b1101 : seg = 7'b0100100;  
			4'b1100 : seg = 7'b0110000;  
			4'b1011 : seg = 7'b0011001;  
			4'b1010 : seg = 7'b0010010;  
			4'b1001 : seg = 7'b0000010;  
			4'b1000 : seg = 7'b1111000;  
			4'b0111 : seg = 7'b1111111;  
			4'b0110 : seg = 7'b0011000;  
			4'b0101: seg  = 7'b0001000;  
			4'b0100 : seg = 7'b0000011;  
			4'b0011 : seg = 7'b1000110;  
			4'b0010 : seg = 7'b0100001;  
			4'b0001 : seg = 7'b0000110;  
			4'b0000 : seg = 7'b0001110;  
		 default    : seg = 7'b1111111;  
		endcase
 endmodule
==> /design/flow/run.sh <==
#!/bin/bash
# OpenROAD 26Q1-2900-gdf79404cd8, Yosys 0.63+post, stock flow scripts
make -C /OpenROAD-flow-scripts/flow DESIGN_CONFIG=/design/flow/config.mk WORK_HOME=/design/flow/orfs finish
==> /design/flow/config.mk <==
export PLATFORM = sky130hd
export DESIGN_NAME = sevenseg
export DESIGN_NICKNAME = sevenseg
export VERILOG_FILES = /design/flow/design.v
export SDC_FILE = /design/flow/constraint.sdc
export NUM_CORES = 4
export LEC_CHECK = 1
export CORE_AREA = 10 10 70 70
export DIE_AREA = 0 0 80 80
==> /design/flow/constraint.sdc <==
current_design sevenseg

set clk_period 1.2
set clk_io_pct 0.2

create_clock -name clk0 -period $clk_period

set non_clock_inputs [all_inputs -no_clocks]
set_input_delay [expr $clk_period * $clk_io_pct] -clock clk0 $non_clock_inputs
set_output_delay [expr $clk_period * $clk_io_pct] -clock clk0 [all_outputs]
==> summary.txt <==
flow finished, numbers: # Cells Yosys=33, I/O Buffers=11, final worst-path cycle share=1.21, Peak VDD IR=0.0000449 V, final instance area=621 um^2, Top logic family=adder cells, Flop area=0 um^2, Final Critical Period=1.45 ns, Final Max-Slew Violation Tally=0, placed cell area=505 um^2, vias per inst=3.11, drt drc=0, Power Density=321 nW/um^2, Diodes inserted=0, Yosys Chip Area=279 um^2, final wirelength=820 um, most numerous logic cell after layout=buf_2, layout cell share with drive strength beyond 1=0.815, Synth area leader=ha_1, vias in the first global route=286, Avg Cell Area, Syn=8.46 um^2, PnR worst setup slack=-0.247 ns, Final GP Congestion=0.744, number of placement rows=21, Max Fclk=0.691 GHz, Die X=80 um, grt ovf=0, Rel. slew slack=0.876, status=complete, but fails checks, die y size=80 um, MUX area fraction=0.233, sequential share of the synthesized area=0, clkbuf count=0, yosys synthesis warning count=1, CP max FO=4, instance tally after logic synthesis=33, Total Power=0.000199 W, Max-area cell share=0.314, slew of the pin with the lowest slew margin=0.184 ns, tool warnings=40, pre-CTS setup slack=-1.04 ns, Fill cells=370, DRT antenna net count=0, Wirelength per Cell=8.20 um, failing checks=negative setup slack, Global Route Usage Sum=0.0243, core area=3420 um^2, XOR Share, Synth=0, total number of vias=311, kind of critical path=in -> out, worst hold stages=3, Startpoint Class=primary input, Hold-fix buffers, CTS=0, final setup fails=6, Post-Synth Adder-Cell Area=0.314, area grow syn2layout=122%, synthesized area=279 um^2, Fin. Hold Viols=0, IO Pins=11, core utilization before placement=0.0817, Compound Share, Synth=0.215, iteration tally of the first detailed-router pass=2, leakage power=0.251 nW, simple share=0.0897, most frequent cells in the layout=buf_2, buf_4, buf_6, Iteration-0 DRC Markers=16, largest net degree at the start of global routing=9, global-route wire length before repair=1.36 mm, Synth cell types=17, unrepaired setup endpoints after global routing=true, Max Cap Viol=0, Flops=0, critical path capture point type=output pin, top cells, area=ha_1, mux4_2, mux2i_1, HP Class=in -> out, Critical Path RT=0.96 ns, Die ar.=6400 um^2, initial antenna violation count=0, WP data arrival=1.21 ns
[timing repair]
item                                    4_1_cts  5_1_grt
endpoints found under the hold margin         0        0
pin swaps                                    10        4
endpoints found under the setup margin        7        7
setup buffers                                 2        2
cloned                                        1        0
resized                                      64        5
[area by class of cell]
cell class	count	area (um^2)	area share
timing repair buffer	23	189	0.304
tap	46	57.6	0.0927
inverter	6	35.0	0.0565
multi-input combinational	25	339	0.546
[synthesized netlist by cell type (all sizes together)]
cell type and count:
o21ai 2, o211ai 1, a211oi 1, nor2 2, mux4 2, ha 7, buf 2, nand2b 2
a21oi 2, o31ai 1, nand3 1, a31o 1, mux2i 2, o221ai 1, inv 6
[kinds of logic (layout without fill, tap and decap cells)]
| logic type | count (synthesis) | count (layout) |
|---|---|---|
| AND-OR/OR-AND | 9 | 9 |
| buffers and inverters | 8 | 29 |
| adder cells (fa/ha/maj) | 7 | 7 |
| AND/OR/NAND/NOR | 5 | 5 |
| multiplexers | 4 | 4 |
[critical path: stages]
cell	delay, ns
buf_8	0.08
inv_6	0.04
ha_4	0.26
inv_4	0.03
mux4_2	0.43
buf_2	0.12
[stage by stage]
stage                     setup TNS, ns  instances   util  hold WS (ns)
after global placement            -6.62         96  0.148          1.62
after CTS                         -1.06         98  0.178         0.910
after floorplan                       0         33      -         0.584
after detailed placement          -6.70         96  0.148          1.61
final                            -0.968        100  0.182         0.906
after global routing              -1.25        100  0.182         0.940
[metal layers]
layer | wire length, um | up-vias | share of wire | global-route usage
li1 | - | 163 | - | -
met1 | 392 | 141 | 0.48 | 0.0340
met2 | 360 | 7 | 0.44 | 0.0393
met3 | 66 | 0 | 0.080 | 0.00568
met4 | 0 | 0 | 0 | 0
met5 | 0 | - | 0 | 0
[path summary, 6_finish.rpt]
path | from | end
max | s[0] | seg[3]
min | s[2] | seg[3]
[where the power goes]
part	leakage (nW)	internal, W	switching [W]
sequential	0	0	0
clock	0	0	0
combinational	0.251	0.000116	0.0000830
total	0.251	0.000116	0.0000830
No activity file was given, so power comes from the tool's default toggle rates.
