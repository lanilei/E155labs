`./design.v`:
```
module sum(
            input  logic [3:0] s1, s2,
            output logic [4:0] sum);
        assign sum = s1 + s2;
endmodule
```
`./constraint.sdc`:
```
current_design sum

set clk_period 3.2
set clk_io_pct 0.2

create_clock -name clk0 -period $clk_period

set non_clock_inputs [all_inputs -no_clocks]
set_input_delay [expr $clk_period * $clk_io_pct] -clock clk0 $non_clock_inputs
set_output_delay [expr $clk_period * $clk_io_pct] -clock clk0 [all_outputs]
```
`./config.mk`:
```
export PLATFORM = sky130hd
export DESIGN_NAME = sum
export DESIGN_NICKNAME = sum
export VERILOG_FILES = /design/flow/design.v
export SDC_FILE = /design/flow/constraint.sdc
export NUM_CORES = 4
export LEC_CHECK = 1
export CORE_AREA = 10 10 70 70
export DIE_AREA = 0 0 80 80
```
`./run.sh`:
```
#!/bin/bash
# OpenROAD 26Q1-2900-gdf79404cd8, Yosys 0.63+post, stock flow scripts
make -C /OpenROAD-flow-scripts/flow DESIGN_CONFIG=/design/flow/config.mk WORK_HOME=/design/flow/orfs finish
```
==> results.txt <==
State of the implementation.

- The flow ran to the end, and the final reports show no timing, DRC or antenna violations.
- The clock network accounts for 0% of the total power.
- The critical path class is input port to primary output, for reference.
- The max-slew violation total from the final report is 0, for reference.
- The number of warnings reported in the stage logs is 32.
- The weighted congestion reported at the end of routability-driven placement is 0.751, for reference.
- In this run the full chip footprint comes out at 6400 um^2.
- The number of global-route vias before repair is 174, for reference.
- Counting the warning lines in the Yosys log gives 0.
- Internal power comes to 0.0349 mW.
- The horizontal die dimension is 80 um, for reference.
- The cell count after synthesis is 16, for reference.
- The number of sequential storage elements is 0, for reference.
- Of the post-synthesis cell area, the dominant cell type holds 36.7%.
- The vertical die dimension reported for this design is 80 um.
- The post-placement cell count is 75, for reference.
- The report lists the power per cell area as 146 nW/um^2.
- The average wire length per cell after detail routing is 7.30 um, for reference.
- Data arrives at the worst endpoint at 2.43 ns.
- Setup repair after global routing left no endpoint under its margin.
- The number of different library cells used by synthesis comes to 9.
- The power spent charging and discharging nets is 0.0143 mW, for reference.
- The final report gives the standard cell area, fillers excluded, as 337 um^2.
- The largest net degree at the start of global routing is 4, for reference.
- For reference, the placement row count at floorplan is 21.
- The maximum frequency from static timing analysis is 0.326 GHz, for reference.
- In this run the cell area of the synthesized design comes to 136 um^2.
- The fraction of power consumed by sequential logic is 0%, for reference.
- The post-cts hold-fix buffer tally is 0, for reference.
- The initial standard-cell utilization of the core is 3.99%, for reference.
- The first global-routing pass estimated 910 um of wire.
- The core outline area is 3420 um^2, for reference.
- In the final layout, the fill cell count is 408.
- The average instance area after synthesis is 8.52 um^2, for reference.
- The endpoint required time on the critical path is 2.56 ns, for reference.
- Of all nets on the critical path, the largest fanout is 2.
- The area of the synthesized netlist per yosys stat is 136 um^2, for reference.
- Global routing used 1.73% of the available tracks across all layers.
- Counting the clock-network buffers in the layout gives 0.
- The count of pins on the block boundary is 13, for reference.
- The worst hold path begins at s1[0].
- The combinational cell area excluding buffers and inverters is 126 um^2, for reference.
- In the Yosys report, the sequential cells make up 0% of the chip area.
- Summed over all cells, the static leakage comes to 0.132 nW.
- Across all layers, the routed design uses 159 vias.
- The via count normalized by instance count is 2.09, for reference.
- The cell accounting for the most synthesized area is ha_1, for reference.
- The endpoint kind of the worst setup timing path is a primary output, for reference.
- The layout summary lists the proportion of cells stronger than drive strength 1 as 13.3%.
- The slew at the pin with the worst max-slew slack is 0.137 ns, for reference.
- The worst max-slew margin expressed relative to the limit is 90.8%, for reference.
- The total inserted antenna cells is 0, for reference.
- The layout overhead on the synthesized area is 147%, for reference.
- Once placement finished, the instance area stood at 324 um^2.
- The number of cells in the yosys synthesis report is 16, for reference.
- The largest vdd supply drop is 18.1 uV, for reference.
- By area the synthesized netlist is led by ha_1, fa_1, xnor2_1.
- The worst setup path is launched from an input port.
- Switching power as a fraction of the total was reported as 29.0%.
- The critical path launch point is s2[0], for reference.
- The initial antenna violation count is 0, for reference.
- Looking at the power breakdown, combinational cells take 100.0% of the total.
- The quantity of I/O buffers inserted on ports is 13, for reference.
- The most critical min-delay path falls under input port to primary output.
- The final clock period utilization by the worst path is 95.8%, for reference.
- Per the post-route antenna check, the number of violating nets is 0.
- The violation tally recorded at the end of detailed-routing iteration 0 is 1.
- The detailed-routing iteration count for the pre-antenna-repair pass is 2, for reference.
- Setup total negative slack on the finished layout was measured at 0 ns.
- The hold violation count in the final report is 0, for reference.
- The wire length after detailed routing is 555 um, for reference.
- The post-detailed-route DRC marker count is 0, for reference.
- Max-cap violations in this run came to 0.
- The total setup violations reported at the end of the flow is 0, for reference.
- The time the worst path needs with I/O delays and setup is 3.07 ns, for reference.
- The remaining global-route overflow is 0, for reference.
- In the final layout, flip-flops and latches occupy 0 um^2.
- The number of standard cells in the final layout excluding fillers is 76, for reference.
repair_timing:
item,CTS,global route
setup buffers,0,1
endpoints found under the setup margin,0,1
resized,0,3
cell usage after synthesis, drive strengths merged:
library cell  count
a21o              1
a21oi             1
fa                1
ha                4
inv               4
nand2b            1
nor2b             1
o21ai             1
xnor2             2
stage by stage:
step / power (mW) / utilization (%) / worst slack, ns / hold slack [ns]
2_1_floorplan: 0.0151 / - / 1.13 / 1.35
3_3_place_gp: 0.0483 / 9.49 / 0.0514 / 2.36
3_5_place_dp: 0.0485 / 9.49 / 0.0614 / 2.38
4_1_cts: 0.0489 / 9.49 / 0.0554 / 2.39
5_1_grt: 0.0561 / 9.85 / 0.00236 / 2.41
6_report: 0.0492 / 9.85 / 0.133 / 2.36
worst max-delay path, stage by stage:
cell and delay, ns:
clkdlybuf4s50_1 0.49, ha_2 0.18, inv_1 0.05, fa_2 0.34, nor2b_1 0.12, o21ai_1 0.07
nand2b_1 0.07, clkdlybuf4s50_1 0.47
area by class of cell:
type	instances	share of cell area (%)
well taps	46	17.1
multi-input cells	12	37.5
inverters	4	4.46
repair buffers	14	40.9
layer usage:
layer  GRT usage, %  wire (um)
met1           2.51        271
met2           2.17        186
met3           1.14         98
met4              0          0
met5              0          0
logic make-up after synthesis:
group,synth area share [%]
fa+ha+maj,51.4
buf+inv,11.0
compound gates,15.6
xor+xnor,12.8
simple gates,9.18
cells in the final DEF (no fill, tap or decap):
| cell type | synthesis | layout |
|---|---|---|
| a21o_1 | 1 | 1 |
| a21oi_2 | 1 | 1 |
| buf_4 | 0 | 1 |
| clkdlybuf4s50_1 | 0 | 13 |
| fa_2 | 0 | 1 |
| ha_1 | 4 | 3 |
| ha_2 | 0 | 1 |
| inv_1 | 4 | 4 |
| nand2b_1 | 1 | 1 |
| nor2b_1 | 1 | 1 |
| o21ai_1 | 0 | 1 |
| xnor2_1 | 2 | 2 |
final timing paths:
kind	endpoint	cells past startpoint	slack [ns]
max	sum[4]	8	0.13
min	sum[0]	3	2.36
power by group through the flow:
stage	logic, mW	registers, mW	clock network (mW)
CTS	0.0489	0	0
global route	0.0561	0	0
finish	0.0492	0	0
Power is estimated from default activity; no workload was simulated.
